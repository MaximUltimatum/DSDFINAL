### config.mk
export PLATFORM = sky130hd
export DESIGN_NAME = pmod_step_interface
export DESIGN_NICKNAME = pmod_step_interface
export VERILOG_FILES = /design/flow/design.v
export SDC_FILE = /design/flow/constraint.sdc
export NUM_CORES = 4
export LEC_CHECK = 1
export CORE_UTILIZATION = 40
### constraint.sdc
current_design pmod_step_interface

set clk_period 4.0
set clk_io_pct 0.2

create_clock -name clk0 -period $clk_period [get_ports {clk}]

set non_clock_inputs [all_inputs -no_clocks]
set_input_delay [expr $clk_period * $clk_io_pct] -clock clk0 $non_clock_inputs
set_output_delay [expr $clk_period * $clk_io_pct] -clock clk0 [all_outputs]
### design.v
`timescale 1ns / 1ps
module debounceplz(
    input wire clk,
    input wire reset,
    input wire sw,
    output reg db
    );
    localparam [2:0]
        zero = 3'b000,
        wait1_1 = 3'b001,
        wait1_2 = 3'b010,
        wait1_3 = 3'b011,
        one = 3'b100,
        wait0_1 = 3'b101,
        wait0_2 = 3'b110,
        wait0_3 = 3'b111;
        localparam N=19;
        reg[N-1:0] q_reg;
        wire [N-1:0] q_next;
        wire m_tick;
        reg [2:0] state_reg, state_next;
        always @(posedge clk)
            q_reg <= q_next;
        assign q_next = q_reg + 1;
        assign m_tick = (q_reg==0) ? 1'b1 : 1'b0;
        always @(posedge clk, posedge reset)
            if (reset)
                state_reg <= zero;
            else
                state_reg <= state_next;
        always @*
            begin
                state_next = state_reg;  
                db = 1'b0;  
                case (state_reg)
                    zero:
                        if(sw)
                            state_next = wait1_1;
                    wait1_1:
                        if(~sw)
                            state_next = zero;
                        else
                            if(m_tick)
                                state_next = wait1_2;
                        wait1_2:
                            if(~sw)
                                state_next = zero;
                            else
                                if(m_tick)
                                    state_next = wait1_3;
                        wait1_3:
                            if(~sw)
                                state_next = zero;
                            else
                                if(m_tick)
                                    state_next = one;
                        one:
                            begin
                                db = 1'b1;
                                if(~sw)
                                    state_next = wait0_1;
                            end
                        wait0_1:
                            begin
                                db = 1'b1;
                                if(sw)
                                    state_next = one;
                                else
                                    if(m_tick)
                                        state_next = wait0_2;
                            end
                        wait0_2:
                            begin
                                db = 1'b1;
                                if(sw)
                                    state_next = one;
                                else
                                    if(m_tick)
                                        state_next = wait0_3;
                            end
                        wait0_3:
                            begin
                                db = 1'b1;
                                if(sw)
                                    state_next = one;
                                else
                                    if(m_tick)
                                        state_next = zero;
                            end
                        default: state_next = zero;
                    endcase
                end
endmodule
module pmod_second_driver(
    input rst,
    input dir,
    input clk,
    input en,
    output reg [3:0] signal,
    output reg [2:0] LED2z
    );
    localparam sig4 = 3'b001;
    localparam sig3 = 3'b011;
    localparam sig2 = 3'b010;
    localparam sig1 = 3'b110;
    localparam sig0 = 3'b000;
    reg [2:0] present_state, next_state;
    reg dirT;
    reg enT;
        always @(posedge dir)
        begin
            if(dir == 1'b1 && dirT == 1'b0)
                begin
                dirT <= 1'b1;
                LED2z[1] <= 1'b1;
                end
            else if(dir == 1'b1 && dirT == 1'b1)
                begin
                dirT <= 1'b0;
                LED2z[1] <= 1'b0;
                end
        end
        always @(posedge en)
        begin
            if(en == 1'b1 && enT == 1'b0)
                begin
                enT <= 1'b1;
                LED2z[0] <= 1'b1;
                end
            else if(en == 1'b1 && enT == 1'b1)
                begin
                enT <= 1'b0;
                LED2z[0] <= 1'b0;
                end
        end
    always @(present_state, dirT, enT)
    begin
        case(present_state)
        sig4:
        begin
            if (dirT == 1'b0 && enT == 1'b1)
                next_state = sig3;
            else if (dirT == 1'b1 && enT == 1'b1)
                next_state = sig1;
            else 
                next_state = sig0;
         end
         sig3:
         begin
            if (dirT == 1'b0 && enT == 1'b1)
                next_state = sig2;
            else if (dirT == 1'b1 && enT == 1'b1)
                next_state = sig4;
            else
                next_state = sig0;
         end
         sig2:
         begin
            if (dirT == 1'b0 && enT == 1'b1)
                 next_state = sig1;
             else if (dirT == 1'b1 && enT == 1'b1)
                 next_state = sig3;
             else
                 next_state = sig0;
        end
        sig1:
        begin
            if (dirT == 1'b0 && enT == 1'b1)
               next_state = sig4;
            else if (dirT == 1'b1 && enT == 1'b1)
               next_state = sig2;
            else
               next_state = sig0;
        end
        sig0:
        begin
            if (enT == 1'b1)
                next_state = sig1;
            else
                next_state = sig0;
        end
        default:
            next_state = sig0;
        endcase
    end
    always @(posedge clk, posedge rst)
    begin
        if (rst == 1'b1)
            present_state = sig0;
        else
            present_state = next_state;
    end
    always @(posedge clk)
    begin
        if (present_state == sig4)
            begin
            signal = 4'b1000;
            end
        else if (present_state == sig3)
            begin
            signal = 4'b0100;
            end
        else if (present_state == sig2)
            begin
            signal = 4'b0010;
            end
        else if (present_state == sig1)
            begin
            signal = 4'b0001;
            end
        else 
            begin
            signal = 4'b0000;
            end
     end
endmodule
module pmod_step_driver(
    input rst,
    input dir,
    input clk,
    input en,
    output reg [3:0] signal,
    output reg [2:0] LEDz
    );
    localparam sig4 = 3'b001;
    localparam sig3 = 3'b011;
    localparam sig2 = 3'b010;
    localparam sig1 = 3'b110;
    localparam sig0 = 3'b000;
    reg [2:0] present_state, next_state;
    reg dirT;
    reg enT;
    always @(posedge dir)
    begin
        if(dir == 1'b1 && dirT == 1'b0)
            begin
            dirT <= 1'b1;
            LEDz[1] <= 1'b1;
            end
        else if(dir == 1'b1 && dirT == 1'b1)
            begin
            dirT <= 1'b0;
            LEDz[1] <= 1'b0;
            end
    end
    always @(posedge en)
    begin
        if(en == 1'b1 && enT == 1'b0)
            begin
            enT <= 1'b1;
            LEDz[0] <= 1'b1;
            end
        else if(en == 1'b1 && enT == 1'b1)
            begin
            enT <= 1'b0;
            LEDz[0] <= 1'b0;
            end
    end
    always @(present_state, dirT, enT)
    begin
        case(present_state)
        sig4:
        begin
            if (dirT == 1'b0 && enT == 1'b1)
                next_state = sig3;
            else if (dirT == 1'b1 && enT == 1'b1)
                next_state = sig1;
            else 
                next_state = sig0;
         end
         sig3:
         begin
            if (dirT == 1'b0 && enT == 1'b1)
                next_state = sig2;
            else if (dirT == 1'b1 && enT == 1'b1)
                next_state = sig4;
            else
                next_state = sig0;
         end
         sig2:
         begin
            if (dirT == 1'b0 && enT == 1'b1)
                 next_state = sig1;
             else if (dirT == 1'b1 && enT == 1'b1)
                 next_state = sig3;
             else
                 next_state = sig0;
        end
        sig1:
        begin
            if (dirT == 1'b0 && enT == 1'b1)
               next_state = sig4;
            else if (dirT == 1'b1 && enT == 1'b1)
               next_state = sig2;
            else
               next_state = sig0;
        end
        sig0:
        begin
            if (enT == 1'b1)
                next_state = sig1;
            else
                next_state = sig0;
        end
        default:
            next_state = sig0;
        endcase
    end
    always @(posedge clk, posedge rst)
    begin
        if (rst == 1'b1)
            present_state = sig0;
        else
            present_state = next_state;
    end
    always @(posedge clk)
    begin
        if (present_state == sig4)
            begin
            signal = 4'b1000;
            end
        else if (present_state == sig3)
            begin
            signal = 4'b0100;
            end
        else if (present_state == sig2)
            begin
            signal = 4'b0010;
            end
        else if (present_state == sig1)
            begin
            signal = 4'b0001;
            end
        else 
            begin
            signal = 4'b0000;
            end
     end
endmodule
`timescale 1ns / 1ps
module clock_div(
    input clk,
    input rst,
    output reg new_clk
    );
    localparam define_speed = 26'd5000000;
    reg [25:0] count;
    always @ (posedge(clk),posedge(rst))
    begin
        if (rst == 1'b1)
        begin 
            count = 26'b0;   
            new_clk = 1'b0;            
        end
        else if (count == define_speed)
        begin
            count = 26'b0;
            new_clk = ~new_clk;
        end
        else
        begin
            count = count + 1'b1;
            new_clk = new_clk;
        end
    end
endmodule
`timescale 1ns / 1ps
module pmod_step_interface(
    input clk,
    input rst,
    input [3:0] rf_input,
    input [1:0] limit_switches,
    output [3:0] signal_out,
    output [3:0] second_signal,
    output [5:0] LED
    );
    wire new_clk_net;
    wire [3:0] rf_bounced;
    wire [1:0] limit_bounced;
    clock_div clock_Div(
        .clk(clk),
        .rst(rst),
        .new_clk(new_clk_net)
        );
    debounceplz debounce_button0(
        .clk(clk),
        .reset(rst),
        .sw(rf_input[0]),
        .db(rf_bounced[0])
        );
    debounceplz debounce_button1(
        .clk(clk),
        .reset(rst),
        .sw(rf_input[1]),
        .db(rf_bounced[1])
        );
    debounceplz debounce_button2(
            .clk(clk),
            .reset(rst),
            .sw(rf_input[2]),
            .db(rf_bounced[2])
            );
    debounceplz debounce_button3(
            .clk(clk),
            .reset(rst),
            .sw(rf_input[3]),
            .db(rf_bounced[3])
            );
    pmod_step_driver control(
        .rst(limit_switches[0]),
        .dir(rf_bounced[0]),
        .clk(new_clk_net),
        .en(rf_bounced[1]),
        .signal(signal_out),
        .LEDz(LED[2:0])
        );
    pmod_second_driver second_control(
        .rst(limit_switches[1]),
        .dir(rf_bounced[2]),
        .clk(new_clk_net),
        .en(rf_bounced[3]),
        .signal(second_signal),
        .LED2z(LED[5:3])
        );
endmodule
### run.sh
#!/bin/bash
# OpenROAD 26Q1-2900-gdf79404cd8, Yosys 0.63+post, stock flow scripts
make -C /OpenROAD-flow-scripts/flow DESIGN_CONFIG=/design/flow/config.mk WORK_HOME=/design/flow/orfs finish
==> results.toml <==
# physical design summary
[global_routing]
grt_pass1_vias = 4122
grt.overflow.total = 0
track_usage_pct = 13.9
antenna_found_initial = 0
grt_start_max_net_pins = 33
grt_pass1_wl_mm = 18.6

[clock_tree]
postCtsSetupBuffers = 0
ctsLongestPathBuffers = 2
path_clk_slew_ps = 60
cts_tree = "yes"
cts_root_buf = "clkbuf_16"
htree_levels = 4
cts_inserted_buffers = 17
clk_latency_ps = 410
cts_resized = 0
cts_hold_buffers = 0

[timing]
clock.fmax_mhz = 598
finClkSkew_ps = 6.00
rsz0062_at_grt = "no"
period_used_pct = 41.8
setup_tns_ps = 0
drv_slew = 0
worst_slew_pin_slew_ps = 558
slew-limit-headroom_pct = 62.7
unclocked_pins = 22
setup_viol = 0
period_needed_ps = 1670
untimed_endpoints = 34
hold_viol = 0

[floorplan]
ios = 22
row_count = 46
initCoreUtil_pct = 41.2
die_h_microns = 130
die_area_sq_um = 16900
die_w_microns = 130
placeableCoreArea_sq_um = 15900

[place]
portBuffers = 19
hpwl_mm = 7.49
gp_congestion = 0.809
dp.cells = 856

[synth]
yosys_warnings = 6
yosys_area_sq_um = 6570
async_flop_share_pct = 43.9
yosysTopAreaCell = "dfxtp_1"
ys_top_cells_by_area = "dfxtp_1 27%, dfrtp_1 24%, xnor2_1 8.0%"
ys_cells = 639
netlist_area_sq_um = 6570
top_cell_area_share_pct = 26.8
synth_cell_type_count = 43
ff_type = "dfxtp_1"
avgSynthCellArea_sq_um = 10.3
synth_dominant_cell_count = "dfxtp_1"
ys.flops = 157
syn_inst = 639
edf_count = 0
synth_seq_share_pct = 53.2
top_cells_by_count = "88 x dfxtp_1, 63 x dfrtp_1, 60 x nand3_1, 60 x xnor2_1, 35 x nor2_1"

[power]
p_per_area_nw_per_um2 = 388
ir_worst_vdd_v = 0.000356
power_leakage_uw = 0.00309

[worst_setup_path]
worstReg2RegStart = "clock_Div.count[0]"
r2r-end = "clock_Div.new_clk"
cp-end-kind = "register"
critPathRequiredTime_ps = 4330
path_max_fanout = 10
worstSetupPathType = "register to register"
start_kind = "register"
worst_ep_arrival_time_ps = 2000
regToRegSetupSlack_ps = 2330
r2r_cells = 6

[finish]
nFillCells = 1407
stdcell_count = 888
largest_reg_flops = 26
area_growth_pct = 14.7
drive_above_1_share_pct = 7.59

[run]
drv_cap = 0
warnings = 30

[routing]
ant_nets = 0
drt_pass1_iterations = 4
num_antenna_cells = 0
routedWlPerCell_microns = 12.0
first_iter_violations = 261
vias_per_cell = 4.96
wl_mm = 10.7
drc_errors = 0
num_vias = 4401

[status]
run_status = "finished clean"

[min_path]
hold_end = "debounce_button1.q_reg[0]"
min_path_cells = 1
min_from = "debounce_button1.q_reg[0]"
hold_class = "register to register"
## how the worst max path moves through the flow
stage | startpoint | end | slack, ps | cells after the start
after CTS | clock_Div.count[0] | clock_Div.new_clk | 2320 | 6
after global routing | clock_Div.count[0] | clock_Div.new_clk | 2140 | 6
final | clock_Div.count[0] | clock_Div.new_clk | 2330 | 6
## per-layer routing
metal,part of all wire (%),GRT usage (%)
met1,52,21.6
met2,44,21.1
met3,3.0,3.38
met4,1.1,1.50
met5,0,0
## metrics by stage
stage / instance area [sq um] / util, % / hold slack [ps] / power [uW] / worst slack (ps)
4_1_cts: 7530 / 47.2 / 422 / 2960 / 2320
5_1_grt: 7530 / 47.2 / 435 / 3020 / 2140
3_3_place_gp: 6930 / 43.5 / 397 / 1410 / 1910
3_5_place_dp: 6930 / 43.5 / 407 / 1410 / 1890
2_1_floorplan: 6570 / - / 388 / 1390 / 1750
6_report: 7530 / 47.2 / 422 / 2920 / 2330
## cells by family (layout without fill, tap and decap cells)
group                    count (synthesis)  in the layout  synth area share [%]
buffers and inverters                   50             82                  3.35
other                                    1              2                0.0571
multiplexers                             9              9                  1.41
AND-OR/OR-AND                           65             65                  5.30
XOR/XNOR                                94             94                  12.5
adder cells (fa/ha/maj)                 10             10                  1.91
AND/OR/NAND/NOR                        253            253                  22.2
flip-flops                             157            157                  53.2
## report_power, final
| part | internal, uW | total, uW | switching [uW] | leakage (uW) |
|---|---|---|---|---|
| Clock | 955 | 1540 | 586 | 0.000295 |
| Combinational | 7.34 | 25.9 | 18.6 | 0.00115 |
| Sequential | 1350 | 1350 | 0.00910 | 0.00164 |
## final cells by class
cell class,count,area (sq um),area share [%]
Clock buffer,21,493,6.55
Inverter,30,113,1.50
Clock inverter,11,109,1.45
Multi-Input combinational cell,433,2850,37.9
Tap cell,216,270,3.59
Sequential cell,157,3500,46.4
Timing Repair Buffer,20,198,2.63
## worst max-delay path: stages, from the launching register on
cell and delay (ps):
dfrtp_1 420, inv_1 80, ha_1 140, nor4b_1 240
nand4_1 230, nor2_4 320, xor2_1 170
## cells in the final DEF (no fill, tap or decap), types with 29 or more instances in the layout
cell	count
xnor2_1	60
nand3_1	60
nand2_1	29
a21oi_1	31
dfxtp_1	88
nor2_1	35
inv_1	29
xor2_1	34
dfrtp_1	63
Power and IR drop assume default switching activity.
